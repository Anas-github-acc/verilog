$ cat /design/flow/run.sh
#!/bin/bash
# OpenROAD 26Q1-2900-gdf79404cd8, Yosys 0.63+post, stock flow scripts
make -C /OpenROAD-flow-scripts/flow DESIGN_CONFIG=/design/flow/config.mk WORK_HOME=/design/flow/orfs finish
$ cat /design/flow/config.mk
export PLATFORM = sky130hd
export DESIGN_NAME = regbank
export DESIGN_NICKNAME = regbank
export VERILOG_FILES = /design/flow/design.v
export SDC_FILE = /design/flow/constraint.sdc
export NUM_CORES = 4
export LEC_CHECK = 1
export CORE_UTILIZATION = 30
$ cat /design/flow/constraint.sdc
current_design regbank

set clk_period 9.2
set clk_io_pct 0.2

create_clock -name clk0 -period $clk_period [get_ports {clock}]

set non_clock_inputs [all_inputs -no_clocks]
set_input_delay [expr $clk_period * $clk_io_pct] -clock clk0 $non_clock_inputs
set_output_delay [expr $clk_period * $clk_io_pct] -clock clk0 [all_outputs]
$ cat /design/flow/design.v
module regbank (
    output [31:0] rdata1, rdata2,     
    input [31:0] wrdata,             
    input [4:0] rs1, rs2, dr,        
    input write, reset, clock        
);
    reg [31:0] regbank1 [0:31];      
    integer k;
    assign rdata1 = regbank1[rs1];
    assign rdata2 = regbank1[rs2];
    always @(posedge clock) begin
        if (reset) begin
            for (k = 0; k < 32; k = k + 1) begin
                regbank1[k] <= 0;
            end
        end
        else if (write) begin
            regbank1[dr] <= wrdata;
        end
    end
endmodule
==> flow_summary.yaml <==
# flow metrics
run_status:
  status: "finished clean"
worst_setup_path:
  arrival_ns: 5.17
  cp.required_ns: 7.36
  end_kind: "output pin"
  crit_fanout: 36
  cp-startpoint: "rs2[2]"
  setup.worst_path.class: "in -> out"
  start_kind: "primary input"
yosys:
  yosys.area_share.simple_pct: 16.1
  ys_cells: 4640
  ys_sh_xor_pct: 0
  ys.warnings.count: 1
  ys_types: 31
  synth-area-yosys_sq_mm: 0.0565
  logic_family: "multiplexers"
  ys_seq_share_pct: 54.5
  aoi_share_pct: 6.95
  avgSynthCellArea_sq_um: 12.2
  ys_sh_mux_pct: 18.2
  ys_ff: 1024
  ys_sh_adder_pct: 0
  synth_area_sq_mm: 0.0565
  syn-instance-count: 4640
layout:
  reg_top3: "regbank1: 1024 flops"
  instances_no_fill: 7131
  post-route-cell-area_sq_mm: 0.0631
  fillers: 18000
  top_register: "regbank1"
  drive_gt1_share_pct: 8.07
  largest_register_ffs: 1024
  area_growth_pct: 11.7
  final_core_util_pct: 33.9
  lay_top_cells: "1024 x mux2i_1, 1024 x and2_1, 1024 x edfxtp_1"
floorplan:
  rows: 158
  chipArea_sq_mm: 0.190
  fp_util_pct: 30.3
  die_h_microns: 436
  ios: 114
  chipWidth_microns: 436
  core_sq_mm: 0.186
clock_network:
  postCtsHoldBufs: 0
  cts_buffer_depth: 3
  clk_pin_slew_ns: 0.06
  h-tree-depth: 3
  cts_tree: "done"
  postCtsSetupBuffers: 0
  cts_buffers: 104
  cts.repair.resized: 0
  cts.sink_count: 1024
  root_buffer: "clkbuf_16"
final_timing:
  slew_violations: 0
  layout_setup_ws_ns: 2.19
  max_slew_margin_pct: 32.3
  rsz0062_at_grt: "false"
  setup_tns_ns: 0
  fin_crit_ns: 7.01
  worst_pin_slew_ns: 1.02
  fin_crit_sh_pct: 76.2
  finalSetupViolCount: 0
  report.final.hold_viol_count: 0
  fmax_mhz: 143
hold_path:
  hold_path_depth: 3
  min_from: "wrdata[7]"
  hold_path_class: "in -> reg"
drt:
  routed_wl_mm: 205
  final_antenna_net_count: 0
  route.detailed.drc: 0
  first_pass_iters: 8
  viasPerCell: 5.38
  wl_met2_mm: 96.0
  wl_met1_mm: 69.1
  route.met3.wl_mm: 28.8
  wire_per_inst_microns: 28.8
  top_signal_layer_used: "met5"
  drt-initial-drc-count: 2486
  num_vias: 38400
global_routing:
  grt_pass1_wl_mm: 288
  grt.total_usage_pct: 22.4
  grt_remaining_overflow: 0
  grt_pass1_vias: 39200
  grt_max_degree: 83
  antenna_found_initial: 16
placement:
  gp_congestion: 0.896
  dp_hpwl_mm: 112
  placedInstanceArea_sq_mm: 0.0598
  dpl_worst_slack_ns: 2.20
  dp.cells: 6934
  numPortBuffers: 113
power:
  p_per_area_mw_per_mm2: 175
  ir_drop_uv: 149
  p_leak_nw: 24.0
job:
  log.warning_count: 26
  maxCapViolCount: 0
logic make-up after synthesis:
kind of cell,count (synthesis)
multiplexers,1024
AND-OR/OR-AND,576
flip-flops,1024
buffers and inverters,448
AND/OR/NAND/NOR,1568
power breakdown:
group          internal, mW  switching, mW  total (mW)
sequential             5.39          0.119        5.50
combinational         0.492          0.889        1.38
clock                  2.33           1.85        4.18
final cells by class:
cell class                      instances  area (sq um)  share of cell area [%]
Antenna cell                           14          35.0                  0.0555
Clock buffer                          127          2750                    4.36
Clock inverter                         56           474                   0.752
Multi-Input combinational cell       3168         23500                    37.2
Sequential cell                      1024         30700                    48.7
Tap cell                             2480          3100                    4.92
Timing Repair Buffer                  262          2510                    3.98
synthesized netlist by cell type, drive strengths merged:
cell / n / area share, %
and2b: 1 / 0.013
or2: 34 / 0.38
clkbuf: 256 / 1.9
or3b: 2 / 0.040
a21oi: 192 / 1.7
mux2i: 1024 / 18
a22oi: 192 / 2.6
nand2b: 5 / 0.055
nor2b: 4 / 0.044
nor2: 36 / 0.49
or3: 2 / 0.031
nand3: 194 / 1.7
nand2: 196 / 1.3
edfxtp: 1024 / 54
buf: 192 / 2.5
nor3: 64 / 0.57
and2: 1026 / 11
a31oi: 64 / 0.71
nand3b: 4 / 0.075
a22o: 128 / 2.0
per-layer routing:
layer / vias to the layer above / global-route usage [%]
met4: 25 / 10.3
met1: 18700 / 24.7
met5: - / 0.580
met3: 519 / 13.1
li1: 16800 / -
met2: 2265 / 34.7
through the flow:
| step | hold WS [ns] | total power, mW |
|---|---|---|
| floorplan | 2.04 | 6.36 |
| global placement | 2.79 | 6.96 |
| detailed placement | 2.79 | 6.97 |
| CTS | 2.00 | 11.1 |
| global route | 2.07 | 11.4 |
| finish | 2.05 | 11.1 |
critical path: stages:
cell	delay, ns
clkdlybuf4s50_1	0.63
nor2b_4	0.19
buf_4	0.44
buf_4	0.61
a22o_1	0.24
nor3_1	0.06
a31oi_1	0.42
nand3_1	0.21
clkdlybuf4s50_1	0.46
path summary, 6_finish.rpt:
check	endpoint	slack (ns)
max	rdata2[9]	2.19
min	regbank1[9][7]$_SDFFCE_PN0P_	2.05
Power and IR drop assume default switching activity.
