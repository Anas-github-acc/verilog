### flow/design.v
module pipe (
    output [15:0] zout,
    input [3:0] rs1, rs2, rd,
    input clk1, clk2,
    input [3:0] func,
    input [7:0] addr
);
    reg [15:0] l1a, l1b, l2z, l3z;
    reg [7:0] l1add, l2add, l3add;
    reg [3:0] l1func, l1rd, l2rd;
    reg [15:0] regbank [0:15];
    reg [15:0] membank [0:255];
    assign zout = l3z;
    always @(posedge clk1) begin
        l1a <= regbank[rs1];
        l1b <= regbank[rs2];
        l1func <= func;
        l1rd <= rd;
        l1add <= addr;
    end
    always @(posedge clk2) begin
        case (l1func)
            0: l2z <= l1a + l1b;
            1: l2z <= l1a - l1b;
            2: l2z <= l1a * l1b;
            3: l2z <= l1a;
            4: l2z <= l1b;
            5: l2z <= l1a & l1b;
            6: l2z <= l1a | l1b;
            7: l2z <= l1a ^ l1b;
            8: l2z <= ~l1a;
            9: l2z <= ~l1b;
            10: l2z <= l1a >> 1;
            11: l2z <= l1b << 1;
            default: l2z <= 0;
        endcase
        l2rd <= l1rd;
        l2add <= l1add;
    end
    always @(posedge clk1) begin
        regbank[l2rd] <= l2z;
        l3z <= l2z;
        l3add <= l2add;
    end
    always @(posedge clk2) begin
        membank[l3add] <= l3z;
    end
endmodule
### flow/run.sh
#!/bin/bash
# OpenROAD 26Q1-2900-gdf79404cd8, Yosys 0.63+post, stock flow scripts
make -C /OpenROAD-flow-scripts/flow DESIGN_CONFIG=/design/flow/config.mk WORK_HOME=/design/flow/orfs finish
### flow/config.mk
export PLATFORM = sky130hd
export DESIGN_NAME = pipe
export DESIGN_NICKNAME = pipe
export VERILOG_FILES = /design/flow/design.v
export SDC_FILE = /design/flow/constraint.sdc
export NUM_CORES = 4
export LEC_CHECK = 1
export CORE_UTILIZATION = 50
### flow/constraint.sdc
current_design pipe

set clk_period 3.7
set clk_io_pct 0.2

create_clock -name clk0 -period $clk_period [get_ports {clk1}]
create_clock -name clk1 -period $clk_period [get_ports {clk2}]

set non_clock_inputs [all_inputs -no_clocks]
set_input_delay [expr $clk_period * $clk_io_pct] -clock clk0 $non_clock_inputs
set_output_delay [expr $clk_period * $clk_io_pct] -clock clk0 [all_outputs]
==> results.yml <==
# yosys + openroad results
routing:
  drc_errors: 0
  wl_per_cell_um: 26.5
  num_vias: 12700
  vias_per_cell: 5.91
  drt_iter0_markers: 753
  drt-total-wl_mm: 56.8
  ant_nets: 0
  dr.pass1.iters: 5
  insertedDiodeCount: 0
die:
  ios: 42
  core.rowCount: 71
  core_util_floorplan_pct: 51.3
  die-area_um2: 39800
  die_width_um: 199
  die_h_um: 199
  design.core.area_um2: 38000
power:
  combPwrFrac_pct: 62.0
  internal-power_uw: 14300
  p_clk_share_pct: 15.9
  power.switching_uw: 9320
  seqPwrFrac_pct: 22.1
  p_leak_uw: 0.00905
  p_sw_share_pct: 39.5
  p_per_area_nw_per_um2: 988
  peakVddDrop_mv: 0.934
critical_path:
  cp_slowest_cell: "fa_1"
  arrival_ns: 5.63
  critPathBufInv: 4
  crit_fanout: 4
  startpoint_type: "flip-flop"
  critical_path.cell_chain: "buf_12 > clkinv_8 > nor2_4 > fa_1 > fa_1 > ha_2 > fa_1 > inv_1 > fa_1 > fa_1 > inv_2 > ha_4 > or3_4 > o21ai_2 > a21oi_2 > a211o_1 > o31ai_2 > mux2i_2 > a211o_1"
  path_class: "flip-flop to flip-flop"
  crit_top_cell: "fa_1"
  cp_top_family: "adder cells"
  critPathMaxStageDelay_ns: 0.57
  cp.required_ns: 3.95
  critPathCaptureType: "flip-flop"
synth:
  synth_stat.cells: 1408
  yosys_warnings: 1
  largest_area_cell: "edfxtp_1"
  synth.distinct_cells: 62
  syn_area_per_cell_um2: 13.8
  async_reset_ff_share_pct: 0
  synth_top_flop_cell: "edfxtp_1"
  synth.top_cell.area_share_pct: 39.4
  ys_seq_share_pct: 47.2
  edf_count: 256
  synth_cells: 1408
  yosys-top-cells-count: "edfxtp_1, mux4_2, inv_1, nor2_1, nand2_1"
  netlist_area_um2: 19500
  yosysChipArea_um2: 19500
  synth_dominant_cell_count: "edfxtp_1"
  ys_seq_elements: 332
  topCellsByArea: "edfxtp_1, mux4_2, fa_1"
job:
  cap_violations: 0
  warnings: 54
final_layout:
  final_area_um2: 23900
  n_fill_cell: 2831
  drive_gt1_share_pct: 35.8
  areaGrowthSynthToFinish_pct: 22.5
  finalNonFillerCells: 2144
  fin_util_pct: 62.8
final_timing:
  relSlewSlack_pct: 29.0
  finalSetupViolations: 12
  rsz0062_at_grt: "yes"
  tightest_slew_ns: 1.06
  finalMaxSlewViolations: 0
  finalHoldViolCount: 0
  skew_ns: 0.0192
  fin_tns_setup_ns: -13.84
  timing.final.ws_setup_ns: -1.69
placed_design:
  gp_congestion: 1.03
  io_buffers: 32
  place_area_um2: 21800
  place_inst: 2057
  place_ws_ns: -1.67
  dp_hpwl_mm: 38.9
grt:
  antenna_found_initial: 2
  grt_pass1_vias: 13800
  grt_max_degree: 65
  grt_use_total_pct: 33.2
  grt_pass1_wl_mm: 85.1
  overflow: 0
outcome:
  outcome: "finished with violations"
  violations: "setup timing"
clocking:
  clk_transition_reported_paths_ns: 0.09
  cts.sinks: 332
  cts_tree: "yes"
  cts_hold_buf: 0
hold_path:
  hp-class: "flip-flop to flip-flop"
==> sequential cells by signal, indices dropped and copies added, names as in the netlist <==
| signal | count |
|---|---|
| l1a | 16 |
| l1b | 16 |
| l1func | 4 |
| l1rd | 4 |
| l2rd | 4 |
| l2z | 16 |
| l3z | 16 |
| regbank | 256 |
==> cells by family after synthesis <==
family                   share of synthesized area [%]
flip-flops                                        47.2
multiplexers                                      18.7
buffers and inverters                             4.58
AND/OR/NAND/NOR                                   6.19
XOR/XNOR                                          2.90
adder cells (fa/ha/maj)                           14.5
AND-OR/OR-AND                                     5.81
==> cell usage in the layout, fill, tap and decap left out, types with 39 or more instances in the layout <==
cell and n:
buf_4 179, inv_1 122, edfxtp_1 256, xnor2_1 39, mux4_2 160, dfxtp_1 57, clkbuf_16 39, fa_1 74
nor2_1 93, ha_1 74, nand2_1 92
==> path summary, 6_finish.rpt <==
check | from | endpoint | slack (ns) | depth (start not counted)
worst min-delay path | l2z[0]$_DFF_P_ | l3z[0]$_DFF_P_ | 0.38 | 0
worst min register to register | l2z[0]$_DFF_P_ | l3z[0]$_DFF_P_ | 0.38 | 0
min in group clk1 | l1rd[3]$_DFF_P_ | l2rd[3]$_DFF_P_ | 0.58 | 0
worst max-delay path | l1b[3]$_DFF_P_ | l2z[14]$_DFF_P_ | -1.69 | 19
worst max register to register | l1b[3]$_DFF_P_ | l2z[14]$_DFF_P_ | -1.69 | 19
max in group clk0 | rs2[0] | l1b[1]$_DFF_P_ | 1.56 | 4
==> routing by layer <==
metal / GRT usage (%) / wire (µm)
met1: 43.4 / 19900
met2: 51.7 / 28100
met3: 16.4 / 6710
met4: 10.2 / 2100
met5: 0 / 22
==> power by group through the flow <==
stage | clock network (µW) | logic [µW] | registers [µW]
4_1_cts | 3820 | 14000 | 5220
5_1_grt | 3940 | 16300 | 5290
6_report | 3740 | 14600 | 5220
==> timing repair <==
item                       CTS  global route
pin swaps                   61            39
gates resized              112            42
setup buffers               16             5
gates cloned                 0             0
setup endpoints to repair   12            13
hold endpoints to repair     0             0
==> cell type report <==
| type | count | area [µm²] | share of cell area (%) |
|---|---|---|---|
| flip-flops and latches | 332 | 9270 | 38.8 |
| inverters | 148 | 621 | 2.60 |
| clock inverters | 15 | 155 | 0.649 |
| repair buffers | 235 | 2020 | 8.46 |
| multi-input cells | 849 | 10100 | 42.4 |
| clock buffers | 54 | 1060 | 4.45 |
| well taps | 511 | 639 | 2.68 |
==> metrics by stage <==
stage	hold WS, ns	total power [µW]
after floorplan	0.310	13400
after global placement	0.314	17300
after detailed placement	0.319	17500
after CTS	0.372	23000
after global routing	0.418	25500
final	0.377	23600
Power is estimated from default activity; no workload was simulated.
